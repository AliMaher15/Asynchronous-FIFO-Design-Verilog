===== /design/flow/config.mk =====
export PLATFORM = sky130hd
export DESIGN_NAME = async_FIFO_top
export DESIGN_NICKNAME = async_FIFO_top
export VERILOG_FILES = /design/flow/design.v
export SDC_FILE = /design/flow/constraint.sdc
export NUM_CORES = 4
export LEC_CHECK = 1
export CORE_UTILIZATION = 50

===== /design/flow/constraint.sdc =====
current_design async_FIFO_top

set clk_period 2.4
set clk_io_pct 0.2

create_clock -name clk0 -period $clk_period [get_ports {r_clk}]
create_clock -name clk1 -period $clk_period [get_ports {w_clk}]

set non_clock_inputs [all_inputs -no_clocks]
set_input_delay [expr $clk_period * $clk_io_pct] -clock clk0 $non_clock_inputs
set_output_delay [expr $clk_period * $clk_io_pct] -clock clk0 [all_outputs]

===== /design/flow/design.v =====
module FIFO_memory #(
                        parameter D_WIDTH    = 8 ,
                                  DEPTH      = 16,
                                  ADDR_WIDTH = 3
                    )
(
input  wire                    w_clk  ,
input  wire                    w_rst_n,
input  wire                    w_en   ,
input  wire  [D_WIDTH-1:0]     w_data ,
input  wire  [ADDR_WIDTH-1:0]  w_addr ,
input  wire                    r_clk   ,
input  wire                    r_rst_n ,
input  wire                    r_en    ,
input  wire  [ADDR_WIDTH-1:0]  r_addr  ,
output reg   [D_WIDTH-1:0]     r_data
);
reg [D_WIDTH-1:0] memory [0:DEPTH-1];
integer i;
always @(posedge w_clk or negedge w_rst_n)
 begin
    if(!w_rst_n)
     begin
        for(i=0 ; i<DEPTH ; i=i+1) begin
            memory[i] <= 'b0 ;
        end
     end
    else if(w_en)
     begin
        memory[w_addr] <= w_data ; 
     end
 end
always @(posedge r_clk or negedge r_rst_n)
 begin
    if(!r_rst_n)
     begin
        r_data <= 'b0 ;
     end
    else if(r_en)
     begin
        r_data <= memory[r_addr] ;
     end
 end
endmodule
module and_gate (
input   wire    a,
input   wire    b,
output  wire    out
);
assign out = a & b ;
endmodule
module async_FIFO_top #(
                            parameter D_WIDTH    = 8,
                                      DEPTH      = 8,
                                      ADDR_WIDTH = 3
                        )
(
input  wire                 w_clk   ,
input  wire                 w_rst_n ,
input  wire                 w_en    ,
input  wire  [D_WIDTH-1:0]  w_data  ,
output wire                 w_full  ,
input  wire                 r_clk    ,
input  wire                 r_rst_n  ,
input  wire                 r_en     ,
output wire  [D_WIDTH-1:0]  r_data   ,
output wire                 r_empty  ,
output wire                 r_valid     
);
wire                  w_en_and;
wire [ADDR_WIDTH:0]   w_addr,  
                      r_addr,  
                      gr_w_ptr,
                      gr_r_ptr,                
                      sync_gr_w_ptr,
                      sync_gr_r_ptr;
FIFO_memory #(.D_WIDTH(D_WIDTH), .DEPTH(DEPTH), .ADDR_WIDTH(ADDR_WIDTH))
mem (
     .w_clk(w_clk)                   ,
     .w_rst_n(w_rst_n)               ,
     .w_en(w_en_and)                 ,
     .w_data(w_data)                 ,
     .w_addr(w_addr[ADDR_WIDTH-1:0]) ,
     .r_addr(r_addr[ADDR_WIDTH-1:0]) ,
     .r_clk(r_clk)                   ,
     .r_rst_n(r_rst_n)               ,
     .r_en(r_en)                     ,
     .r_data(r_data)
    );
w_counter #(.ADDR_WIDTH(ADDR_WIDTH))
w_count (
         .w_clk(w_clk)     ,
         .w_rst_n(w_rst_n) ,
         .w_full(w_full)   ,
         .w_en(w_en)       ,
         .w_addr(w_addr)
        );
w_synchronizer #(.ADDR_WIDTH(ADDR_WIDTH))
w_sync ( 
        .w_clk(w_clk)                ,
        .w_rst_n(w_rst_n)            ,
        .unsync_r_ptr(gr_r_ptr)      ,
        .sync_gr_r_ptr(sync_gr_r_ptr)
       );
binary2gray #(.N(ADDR_WIDTH))
U0bin2gr (
          .bi(r_addr)  ,
          .gr(gr_r_ptr)
         );
w_full_calc #(.ADDR_WIDTH(ADDR_WIDTH))
full (
      .sync_gr_r_ptr(sync_gr_r_ptr) ,  
      .gr_w_ptr(gr_w_ptr)           ,  
      .w_full(w_full)               
     );
and_gate U0_AND (
.a(w_en),
.b(!w_full),
.out(w_en_and)
);
r_counter #(.ADDR_WIDTH(ADDR_WIDTH)) 
r_count ( 
         .r_clk(r_clk)     ,
         .r_rst_n(r_rst_n) ,
         .r_empty(r_empty) ,
         .r_en(r_en)       ,
         .r_addr(r_addr)   ,
         .r_valid(r_valid)
        );
r_synchronizer #(.ADDR_WIDTH(ADDR_WIDTH))  
r_sync (
         .r_clk(r_clk)                , 
         .r_rst_n(r_rst_n)            ,
         .unsync_w_ptr(gr_w_ptr)      ,   
         .sync_gr_w_ptr(sync_gr_w_ptr)
        );
binary2gray #(.N(ADDR_WIDTH)) 
U1bin2gr ( 
           .bi(w_addr)  ,
           .gr(gr_w_ptr)
          );
r_empty_calc #(.ADDR_WIDTH(ADDR_WIDTH))
empty (
        .sync_gr_w_ptr(sync_gr_w_ptr) ,  
        .gr_r_ptr(gr_r_ptr)           ,  
        .r_empty(r_empty)
       );
endmodule
module binary2gray #(
                        parameter N = 3
                    )
(
input   wire  [N:0]  bi,
output  wire  [N:0]  gr
);
assign gr = bi ^ (bi >> 1);
endmodule
module r_counter #(
                    parameter ADDR_WIDTH = 3
                  )
(
input   wire                     r_clk   ,
input   wire                     r_rst_n ,
input   wire                     r_en    ,
input   wire                     r_empty ,
output  reg     [ADDR_WIDTH:0]   r_addr  ,    
output  reg                      r_valid 
);
always @(posedge r_clk or negedge r_rst_n)
 begin
    if(!r_rst_n)
     begin
        r_addr <= 'b0 ;
        r_valid <= 1'b0;
     end
    else if(r_en & !r_empty)  
     begin
        r_addr <= r_addr + 1'b1 ;
        r_valid <= 1'b1 ;
     end
    else if(r_empty)
     begin
        r_addr <= r_addr;
        r_valid <= 1'b0 ;
     end
 end
endmodule
module r_empty_calc #(
                            parameter ADDR_WIDTH = 3
                         )
(
input   wire    [ADDR_WIDTH:0]   sync_gr_w_ptr ,
input   wire    [ADDR_WIDTH:0]   gr_r_ptr      ,
output  reg                      r_empty              
);
always@(*)
 begin
  if(sync_gr_w_ptr == gr_r_ptr)
    begin
        r_empty = 1'b1 ;
    end
   else
    begin
        r_empty = 1'b0 ;
    end
 end
endmodule
module r_synchronizer #( parameter ADDR_WIDTH = 3 )
(
input   wire                    r_clk        ,
input   wire                    r_rst_n      ,
input   wire    [ADDR_WIDTH:0]  unsync_w_ptr ,
output  reg     [ADDR_WIDTH:0]  sync_gr_w_ptr
);
reg     [ADDR_WIDTH:0] meta_flop ;
always @(posedge r_clk or negedge r_rst_n)
 begin
    if(!r_rst_n)
        begin
            meta_flop     <= 'b0 ;
            sync_gr_w_ptr <= 'b0 ;
        end
    else
        begin
            meta_flop     <= unsync_w_ptr ;
            sync_gr_w_ptr <= meta_flop    ;
        end
 end
endmodule
module w_counter #(
                    parameter ADDR_WIDTH = 3
                  )
(
input   wire                     w_clk   ,
input   wire                     w_rst_n ,
input   wire                     w_en    ,
input   wire                     w_full  ,
output  reg     [ADDR_WIDTH:0]   w_addr      
);
always @(posedge w_clk or negedge w_rst_n)
 begin
    if(!w_rst_n)
     begin
        w_addr <= 'b0 ;
     end
    else if(w_en & !w_full)  
     begin
        w_addr <= w_addr + 1'b1 ;
     end
 end
endmodule
module w_full_calc #(
                            parameter ADDR_WIDTH = 3
                         )
(
input   wire    [ADDR_WIDTH:0]   sync_gr_r_ptr ,
input   wire    [ADDR_WIDTH:0]   gr_w_ptr      ,
output  reg                      w_full                     
);
always@(*)
 begin
  if( gr_w_ptr == {~sync_gr_r_ptr[ADDR_WIDTH:ADDR_WIDTH-1],sync_gr_r_ptr[ADDR_WIDTH-2:0]} )
    begin
        w_full = 1'b1 ;
    end
  else
    begin
        w_full = 1'b0 ;
    end
 end
endmodule
module w_synchronizer #( parameter ADDR_WIDTH = 3 )
(
input   wire                    w_clk        ,
input   wire                    w_rst_n      ,
input   wire    [ADDR_WIDTH:0]  unsync_r_ptr ,
output  reg     [ADDR_WIDTH:0]  sync_gr_r_ptr
);
reg     [ADDR_WIDTH:0] meta_flop ;
always @(posedge w_clk or negedge w_rst_n)
 begin
    if(!w_rst_n)
        begin
            meta_flop     <= 'b0 ;
            sync_gr_r_ptr <= 'b0 ;
        end
    else
        begin
            meta_flop     <= unsync_r_ptr ;
            sync_gr_r_ptr <= meta_flop    ;
        end
 end
endmodule

===== /design/flow/run.sh =====
#!/bin/bash
# OpenROAD 26Q1-2900-gdf79404cd8, Yosys 0.63+post, stock flow scripts
make -C /OpenROAD-flow-scripts/flow DESIGN_CONFIG=/design/flow/config.mk WORK_HOME=/design/flow/orfs finish

==> datasheet_impl.txt <==
Summary of implementation characteristics

Parameter                              Value

STA
  Hold slack    82.7 ps
  RSZ-0062 raised after global routing    no
  Least-Margin Pin Slew    492 ps
  Number of hold violations in the final report    0
  Final setup TNS    0 ps
  Slew Limit Fails    0
  Slew HR    between 60 and 70%
  Setup Viol. Count Final    0
  Setup skew after layout    14.1 ps

Status
  Result of the run    finished clean

Placement
  Count of port buffers added during placement    23
  Cell count after placement    445
  Placer's final routability congestion estimate    just over 0.8
  HPWL Detailed    5740 um

Setup path
  Maximum fanout along the worst path    4
  Element type at the critical path end    output pin
  Max incr delay on CP    480 ps
  Cell family with the largest share of critical-path delay    XOR/XNOR gates
  Startpoint kind of the worst setup timing path    flip-flop
  Master of the slowest instance on the critical path    sky130_fd_sc_hd__xor3_2
  Cells traversed along the worst timing path    xor3_2, and4_1, dlygate4sd2_1
  Required arrival time at the worst endpoint    1920 ps
  Critical path buffers and inverters    1
  Worst setup path category    flip-flop to output pin
  Arrival @ worst endpoint    1700 ps

Logic synthesis
  Top-count cell post-synth    sky130_fd_sc_hd__dfrtp_1
  Per-instance average area after synthesis    13.7 um2
  Gate Count Post-Synth    321
  Yosys cell count    321
  Count of synthesis-stage warnings from yosys    8
  Post-synth top area cell    sky130_fd_sc_hd__dfrtp_1
  Synth async-reset ratio    100%
  Yosys reg bits    a little under 100
  Share of the synthesized area in the top cell type    between 50 and 60%
  Commonest flop    sky130_fd_sc_hd__dfrtp_1
  List of most frequent post-synthesis cells    97 x sky130_fd_sc_hd__dfrtp_1, 37 x sky130_fd_sc_hd__mux2_2, 32 x sky130_fd_sc_hd__mux2_4
  Distinct lib cells used    36
  Area reported by Yosys stat    between 0.004 and 0.005 mm2
  Sequential-to-total area share from yosys stat    55.0%
  Total standard cell area after synthesis    ~0.0044 mm2
  Largest cells by area after synthesis    sky130_fd_sc_hd__dfrtp_1 55%, sky130_fd_sc_hd__mux2_4 11%, sky130_fd_sc_hd__mux2_2 9.4%, sky130_fd_sc_hd__ha_1 4.0%, sky130_fd_sc_hd__xnor2_1 1.8%
  Post-synth tally of flip-flops with integrated enable    0

Power and ir drop
  Power density normalized to cell area    1480 mW/mm2
  P_leak    2.35 nW
  Total design power    7.74 mW
  Worst voltage drop across the vdd grid    between 0.0007 and 0.0008 V

Clock network
  Number of hold buffers added after CTS    0
  Clock-pin slew of the registers on the worst-case setup and hold paths    80 ps
  Sink Count    97
  TritonCTS clock tree    built

Global routing
  Number of global-route vias before repair    2609
  First-pass GRT wire length    15000 um
  GRT Overall Usage    23.5%
  Pin count of the biggest net entering global routing    approximately 42
  Global route overflow    0
  Antenna violations before repair    0

Floorplan
  Area of the core    0.00838 mm2
  Number of I/O pins    25
  Die W    95.9 um
  Floorplan-stage core utilization    a little over half
  Vertical extent of the die    95.9 um
  Cell Rows    33
  Total Die Area    0.00920 mm2

Run
  OpenROAD warnings    34
  Max-cap check violation count    0

Detailed routing
  Initial detailed-routing violation count    105
  Routed Wire Length    9300 um
  First-pass iteration count of the detailed router    4
  Total antenna diodes in the routed design    0
  Via count of the routed design    approximately 2600
  Via-per-instance ratio    between 5 and 6
  Final antenna-violating net count    0
  Number of design rule violations left after detail routing    0
  Average wire length per cell after detail routing    19.7 um

Final layout
  Number of non-filler instances in the completed layout    473
  Area grow syn2layout    18.7%
  Share of final-layout standard cells stronger than drive strength 1    a little under two fifths

Worst hold path
  Min-Delay Path Class    input port to asynchronous set/reset pin
==> metal layers <==
metal	share of wire, %	global-route usage [%]
met3	5.0	5.94
met1	48	38.8
met5	0	0
met2	45	33.9
met4	1.5	3.11
==> repair_timing <==
action	CTS	global route
resized	13	8
pin swaps	4	3
setup buffers	7	1
endpoints found under the setup margin	2	1
gates cloned	0	0
==> worst paths after layout <==
check / from / to / cells past startpoint / slack [ps]
worst max-delay path: w_count.w_addr[2]$_DFFE_PN0P_ / w_full / 3 / 220
worst min-delay path: w_rst_n / w_sync.sync_gr_r_ptr[3]$_DFF_PN0_ / 1 / 80
worst max register to register: w_count.w_addr[1]$_DFFE_PN0P_ / mem.memory[4][5]$_DFFE_PN0P_ / 8 / 220
worst min register to register: r_sync.meta_flop[3]$_DFF_PN0_ / r_sync.sync_gr_w_ptr[3]$_DFF_PN0_ / 0 / 350
max in group clk1: w_count.w_addr[1]$_DFFE_PN0P_ / mem.memory[4][5]$_DFFE_PN0P_ / 8 / 220
max in group asynchronous: r_rst_n / r_count.r_addr[1]$_DFFE_PN0P_ / 2 / 1600
min in group clk0: r_sync.meta_flop[3]$_DFF_PN0_ / r_sync.sync_gr_w_ptr[3]$_DFF_PN0_ / 0 / 350
min in group clk1: w_sync.meta_flop[0]$_DFF_PN0_ / w_sync.sync_gr_r_ptr[0]$_DFF_PN0_ / 0 / 350
==> final cells by class <==
cell class / count / area [um2]
fillers: 617 / 3140
flip-flops and latches: 97 / 2430
multi-input cells: 189 / 1910
repair buffers: 47 / 459
clock buffers: 14 / 183
well taps: 105 / 131
clock inverters: 6 / 67.6
inverters: 15 / 56.3
==> placed cells by master, fill, tap and decap left out, types with 2 or more instances in the layout <==
cell type	instances
sky130_fd_sc_hd__a21oi_1	5
sky130_fd_sc_hd__buf_12	4
sky130_fd_sc_hd__and2_1	2
sky130_fd_sc_hd__inv_2	3
sky130_fd_sc_hd__buf_4	21
sky130_fd_sc_hd__nor2_1	4
sky130_fd_sc_hd__mux2_4	32
sky130_fd_sc_hd__nand2_1	9
sky130_fd_sc_hd__xnor2_2	5
sky130_fd_sc_hd__mux2_2	37
sky130_fd_sc_hd__clkdlybuf4s50_1	20
sky130_fd_sc_hd__inv_1	12
sky130_fd_sc_hd__clkinvlp_4	2
sky130_fd_sc_hd__and3_4	2
sky130_fd_sc_hd__nand3_1	7
sky130_fd_sc_hd__a221oi_1	8
sky130_fd_sc_hd__nor3_1	5
sky130_fd_sc_hd__ha_4	4
sky130_fd_sc_hd__o21ai_0	11
sky130_fd_sc_hd__and3_1	6
sky130_fd_sc_hd__and2_4	2
sky130_fd_sc_hd__clkbuf_8	13
sky130_fd_sc_hd__dfrtp_2	3
sky130_fd_sc_hd__o22ai_1	8
sky130_fd_sc_hd__xor2_1	3
sky130_fd_sc_hd__a22oi_1	7
sky130_fd_sc_hd__a22o_1	3
sky130_fd_sc_hd__ha_1	10
sky130_fd_sc_hd__dfrtp_1	94
sky130_fd_sc_hd__xnor2_1	4
sky130_fd_sc_hd__a222oi_1	2
==> flip-flops by register name (all words and copies together) (netlist names) <==
register	flops
mem.r_data	8
r_count.r_addr	4
r_sync.sync_gr_w_ptr	4
w_count.w_addr	4
w_sync.meta_flop	4
mem.memory	64
r_sync.meta_flop	4
w_sync.sync_gr_r_ptr	4
r_count.r_valid	1
==> cells by family (layout without fill, tap and decap cells) <==
family	Yosys count	after routing	synth area share, %
AOI/OAI and AO/OA	47	47	7.83
xor gates and xnor gates	13	13	2.95
adders and majority gates	14	14	3.97
buffers and inverters	35	82	3.97
DFF	97	97	55.0
muxes	71	71	20.8
and+or+nand+nor	44	44	5.47
==> report_power, final <==
group          internal [mW]  switching, mW  leakage, nW
Sequential              2.47          0.476         1.16
Combinational           2.02           1.50         1.07
Clock                  0.631          0.639        0.122
Total                   5.13           2.61         2.35
==> through the flow <==
stage	area, um2	util [%]	setup slack [ps]
after floorplan	4410	-	144
final	5240	62.5	217
after detailed placement	4820	57.5	140
after global routing	5240	62.5	48.6
after CTS	5190	62.0	8.31
after global placement	4820	57.5	181
No activity file was given, so power comes from the tool's default toggle rates.
